==> flow/design.v <==
module Carry_Gen
#(
    parameter WIDTH = 16
)    
(
    input  i_CI,
    input  [WIDTH - 1 : 0] i_Pre_Pass,
    input  [WIDTH - 1 : 0] i_Pre_Gen,
    output [WIDTH - 1 : 0] o_Bit_Carry
);
    logic [WIDTH - 1 : 0] Carry ;
    assign Carry = i_Pre_Gen | {WIDTH{i_CI}}&i_Pre_Pass ;
    assign o_Bit_Carry = Carry;
endmodule
module Op_Dot
    (
        input i_G_Low,i_G_High,
        input i_P_Low,i_P_High,
        output o_Gen,o_Pass
    );
    assign o_Gen = i_G_High | (i_G_Low &i_P_High) ;
    assign o_Pass = i_P_Low & i_P_High;
endmodule
module Prefix_adder
#(
        parameter WIDTH = 16
)(
    input i_CI,
    input  [WIDTH - 1 : 0] i_A,i_B ,
    output [WIDTH - 1 : 0] o_SUM   ,
    output o_CO
);
    wire [WIDTH - 1 : 0 ] o_Bit_Pass;
    wire [WIDTH - 1 : 0 ] o_Bit_Gen;
    pg_code #(
        .WIDTH(WIDTH)
    )
    u_pg_code (
        .i_A       (i_A[WIDTH-1:0]),
        .i_B       (i_B[WIDTH-1:0]),
        .o_Bit_Gen (o_Bit_Gen[WIDTH-1:0]),
        .o_Bit_Pass(o_Bit_Pass[WIDTH-1:0])
    );
    wire [ WIDTH -1 : 0 ] i_Bit_Pass;
    wire [ WIDTH -1 : 0 ] i_Bit_Gen;
    wire [ WIDTH -1 : 0 ] o_Pass;
    wire [ WIDTH -1 : 0 ] o_Gen;
    assign i_Bit_Pass = o_Bit_Pass;
    assign i_Bit_Gen  = o_Bit_Gen ;
    kg_tree #(
        .WIDTH(WIDTH)
    )
    u_kg_tree (
        .i_Bit_Gen (i_Bit_Gen[WIDTH-1:0]),
        .i_Bit_Pass(i_Bit_Pass[WIDTH-1:0]),
        .o_Gen     (o_Gen[WIDTH-1:0]),
        .o_Pass    (o_Pass[WIDTH-1:0])
    );
    wire [WIDTH - 1 : 0] i_Pre_Pass;
    wire [WIDTH - 1 : 0] i_Pre_Gen;
    wire [WIDTH - 1 : 0] o_Bit_Carry;
    assign i_Pre_Pass = o_Pass;
    assign i_Pre_Gen  = o_Gen ;
    Carry_Gen #(
        .WIDTH(WIDTH)
    )
    u_Carry_Gen (
        .i_CI       (i_CI),
        .i_Pre_Gen  (i_Pre_Gen[WIDTH-1:0]),
        .i_Pre_Pass (i_Pre_Pass[WIDTH-1:0]),
        .o_Bit_Carry(o_Bit_Carry[WIDTH-1:0])
    );
    assign o_SUM = o_Bit_Pass ^ {o_Bit_Carry[WIDTH-2 : 0],i_CI};
    assign o_CO  = o_Bit_Carry[WIDTH - 1];
endmodule
module kg_tree #
(
    parameter WIDTH = 16
)(  
    input  [ WIDTH -1 : 0 ] i_Bit_Pass,i_Bit_Gen,
    output [ WIDTH -1 : 0 ] o_Pass,o_Gen
);
    parameter Level = $clog2(WIDTH) ; 
    wire [ WIDTH - 1 : 0 ] Node_Pass [0 : Level    ] ;
    wire [ WIDTH - 1 : 0 ] Node_Gen  [0 : Level    ] ;
    assign Node_Pass[0] = i_Bit_Pass;
    assign Node_Gen[0]  = i_Bit_Gen ;
    generate 
    for (genvar i = 1 ; i <= Level  ; i++) begin: gen_level  
        for (genvar j = 0; j < WIDTH; j++) begin: genblk_node
            if( j < 2**(i-1)) begin:gen_wire
                assign  Node_Pass[i][j] = Node_Pass[i-1][j];
                assign   Node_Gen[i][j] =  Node_Gen[i-1][j];
            end
            else begin:gen_node
            Op_Dot u_Op_Dot (
                .i_G_High(Node_Gen[i-1][j]),
                .i_G_Low (Node_Gen[i-1][j-2**(i-1)]),
                .i_P_High(Node_Pass[i-1][j]),
                .i_P_Low (Node_Pass[i-1][j-2**(i-1)]),
                .o_Gen   (Node_Gen[i][j]),
                .o_Pass  (Node_Pass[i][j])
            );
            end
        end
    end
    endgenerate 
    assign o_Pass = Node_Pass[Level];
    assign o_Gen  =  Node_Gen[Level];
endmodule
module pg_code
#(
    WIDTH = 16
)(
    input [ WIDTH - 1 : 0 ] i_A,i_B,
    output [WIDTH - 1 : 0 ] o_Bit_Pass,o_Bit_Gen
);
    assign o_Bit_Pass = i_A ^ i_B ;
    assign o_Bit_Gen  = i_A & i_B ;
endmodule
==> flow/run.sh <==
#!/bin/bash
# OpenROAD 26Q1-2900-gdf79404cd8, Yosys 0.63+post, stock flow scripts
make -C /OpenROAD-flow-scripts/flow DESIGN_CONFIG=/design/flow/config.mk WORK_HOME=/design/flow/orfs finish
==> flow/config.mk <==
export PLATFORM = sky130hd
export DESIGN_NAME = Prefix_adder
export DESIGN_NICKNAME = Prefix_adder
export VERILOG_FILES = /design/flow/design.v
export SDC_FILE = /design/flow/constraint.sdc
export NUM_CORES = 4
export LEC_CHECK = 1
export CORE_AREA = 10 10 78 78
export DIE_AREA = 0 0 88 88
==> flow/constraint.sdc <==
current_design Prefix_adder

set clk_period 3.7
set clk_io_pct 0.2

create_clock -name clk0 -period $clk_period

set non_clock_inputs [all_inputs -no_clocks]
set_input_delay [expr $clk_period * $clk_io_pct] -clock clk0 $non_clock_inputs
set_output_delay [expr $clk_period * $clk_io_pct] -clock clk0 [all_outputs]
==> flow_summary_export.csv <==
group,metric,value,unit
yosys,synth_warnings,1,
power,power_leakage,0.000761,uW
finish,final_cell_count_no_fill,232,
yosys,yosys.area.top_type_share,24.3,%
global_route,grt_usage,6.95,%
timing,period_used_share,98.5,%
global_route,antenna_found_initial,0,
route,vias,1061,
timing,setup_slack,0.0540,ns
power,pwr-share-seq,0,%
timing,grt_setup_unrepaired,"yes",
yosys,area_leaders,"ha_1 24%, a21oi_1 7.9%, xor2_1 7.4%",
route,drt_wl_total,3010,um
timing,max_slew_margin,81.8,%
worst_setup_path,crit_top_cell,"clkdlybuf4s50_1",
placed_design,dp_cells,232,
worst_setup_path,cp_num_buf_inv,3,
worst_setup_path,setup.worst_path.start_class,"input port",
timing,period_needed,3.65,ns
yosys,syn_inst,110,
route,drt-wirelength-per-cell,13.0,um
yosys,yosys.cell_types.count,35,
timing,finalHoldViolations,0,
worst_setup_path,crit_fanout,5,
yosys,synth.most_common_cell,"ha_1",
route,drcViolationCount,0,
timing,slew_violations,0,
run,drv_cap,0,
floorplan,die_area,0.00774,mm^2
worst_setup_path,cp.arrival,2.91,ns
yosys,largest_area_cell,"ha_1",
worst_setup_path,crit_slowest_cell,"clkdlybuf4s50_1",
finish,areaGrowthSynthToFinish,108,%
clock_network,cts_hold_buf,0,
finish,design_area,0.00171,mm^2
route,antenna_cells_inserted,0,
yosys,ys_cells,110,
floorplan,fp_util,18.7,%
placed_design,routabilityCongestion,0.816,
power,total_power,307,uW
power,vdd_drop_max,52.0,uV
run,openroad.warnings,33,
min_path,worstHoldPathType,"in -> out",
finish,flop-count,0,
global_route,grt_max_degree,7,
yosys,synth_chip_area,825,um^2
placed_design,io_buffers,50,
global_route,overflow,0,
placed_design,placed_area,0.00154,mm^2
floorplan,die_x,88,um
yosys,synth_area,825,um^2
timing,worst_slew_pin_slew,0.270,ns
power,p_per_area,179,mW/mm^2
worst_setup_path,cp.required,2.96,ns
route,dr.pass1.iters,4,
finish,nClkBuffers,0,
route,drt-initial-drc-count,30,
worst_setup_path,slowest_delay,0.49,ns
finish,ff_latch_area,0,um^2
floorplan,io_pins,50,
global_route,grt_pass1_wl,4630,um
run_status,status,"completed",
finish,n_fill_cell,455,
route,via_per_inst,4.57,
yosys,ys_seq_share,0,%
placed_design,place_ws,-0.0918,ns
floorplan,core_area,0.00441,mm^2
finish,drive_gt1_share,26.1,%
floorplan,die_h,88,um
worst_setup_path,worstPathCellList,"clkdlybuf4s50_1 -> ha_1 -> buf_4 -> a21oi_2 -> o21ai_1 -> a21oi_1 -> o31ai_4 -> xor2_1 -> clkdlybuf4s50_1",
yosys,synth.avg_cell_area,7.50,um^2
floorplan,num_rows,24,
yosys,ys_top_cells_by_count,"16 x ha_1, 13 x a21oi_1, 11 x nand2_1",
worst_setup_path,critPathKind,"in -> out",
worst_setup_path,crit_family,"buffers and inverters",
route,ant_nets,0,
placed_design,hpwl,2560,um
timing,setup_viol_count_final,0,
timing,fin_setup_tns,0,ns
global_route,grt_pass1_vias,1073,
power,switching_share,36.1,%
timing,fmax,274,MHz
power,combPwrFrac,100.0,%
worst_setup_path,critPathCaptureType,"output pin",
power,switchingPower,111,uW
power,p_int,196,uW
power,p_clk_share,0,%
## cell families (layout without fill, tap and decap cells)
group / count (synthesis) / in the layout / share of synthesized area [%]
AND-OR/OR-AND: 46 / 46 / 40.4
AND/OR/NAND/NOR: 27 / 27 / 16.4
adder cells (fa/ha/maj): 17 / 17 / 26.7
XOR/XNOR: 12 / 12 / 12.7
buffers and inverters: 8 / 78 / 3.79
## layout by cell type (no fill, tap or decap), types with 3 or more instances in the layout
master	netlist	routed
xnor2_1	5	5
a21oi_1	13	9
a21oi_2	0	4
ha_1	16	7
clkdlybuf4s50_1	0	44
o21ai_0	6	4
nor2_1	5	5
buf_4	0	21
xor2_1	7	7
ha_4	0	9
nand2_1	11	11
dlymetal6s2s_1	0	5
inv_1	7	7
nand4_1	3	3
a21o_1	4	4
## metal layers
metal / part of all wire (%) / wire (um) / global-route usage, % / vias up
met5: 0 / 0 / 0 / -
met4: 0 / 0 / 0 / 0
met3: 9.6 / 288 / 2.25 / 0
met2: 46 / 1390 / 11.9 / 23
met1: 44 / 1330 / 8.81 / 481
li1: - / - / - / 557
## path summary, 6_finish.rpt
path,from,end,slack [ns],cells past startpoint
worst max-delay path,i_A[9],o_SUM[14],0.05,9
worst min-delay path,i_A[0],o_SUM[0],2.30,5
## what timing repair did
item	4_1_cts	5_1_grt
setup buffers	0	0
resized	6	21
cloned	0	0
pin swaps	0	6
endpoints found under the setup margin	4	9
## cell type report
| class | instances | area (um^2) | share of cell area [%] |
|---|---|---|---|
| multi-input combinational | 102 | 952 | 55.6 |
| timing repair buffer | 71 | 669 | 39.1 |
| tap | 52 | 65.1 | 3.80 |
| inverter | 7 | 26.3 | 1.53 |
## per-stage QoR
| step | hold WS (ns) | util (%) |
|---|---|---|
| final | 2.30 | 38.8 |
| after CTS | 2.56 | 35.7 |
| after global placement | 2.55 | 34.9 |
| after detailed placement | 2.56 | 34.9 |
| after floorplan | 1.65 | - |
| after global routing | 2.36 | 38.8 |
## power groups by stage
stage	sequential [uW]	combinational [uW]	clock, uW
6_report	0	307	0
5_1_grt	0	343	0
4_1_cts	0	292	0
Power and IR drop assume default switching activity.
