## ./config.mk

```make
export PLATFORM = sky130hd
export DESIGN_NAME = MatrixMultiplier
export DESIGN_NICKNAME = MatrixMultiplier
export VERILOG_FILES = /design/flow/design.v
export SDC_FILE = /design/flow/constraint.sdc
export NUM_CORES = 4
export LEC_CHECK = 1
export CORE_UTILIZATION = 50
```

## ./design.v

```verilog
module Adder_sign#
    (
        parameter  WIDTH = 16
    )(
        input  signed [WIDTH -1 : 0 ] i_ADD_A,i_ADD_B,
        output signed [WIDTH -1 : 0 ] o_SUM
    );
    assign o_SUM =  i_ADD_A + i_ADD_B;
endmodule
module MUL_sign 
#(
        parameter WIDTH = 16
)(
    input  signed  [ WIDTH   - 1 : 0 ] i_MUL_A,i_MUL_B,
    output signed  [ 2*WIDTH - 1 : 0 ] o_PRODUCT
);
    assign o_PRODUCT = i_MUL_A * i_MUL_B ;
endmodule
module MatrixMultiplier
    #(
        parameter WIDTH = 8
    )(
        input                            NRST,CLK,START,
        input      signed [WIDTH - 1: 0] A,B,
        output     signed [2*WIDTH  : 0] OUT,
        output reg                       OUT_STROBE
    );
    localparam IDLE       = 4'b0000;
    localparam MUL_STAGE1 = 4'b0010;
    localparam MUL_STAGE2 = 4'b0100;
    localparam OUT_STAGE  = 4'b1000;
    reg [3:0] Current_State,Next_State;
    reg EN1,EN2,EN3 ;
    wire signed  [2*WIDTH - 1 : 0] MUL_PRODUCT ;
    wire signed  [2*WIDTH     : 0] SUM         ;
    wire  signed  [2*WIDTH - 1 : 0] MUL_PRODUCT_REG0,MUL_PRODUCT_REG1;
    reg out_valid ;
    assign OUT_STROBE = out_valid;
    always@( posedge CLK or negedge NRST ) begin:State_transfer
        if(!NRST)
            Current_State <= #1 IDLE ;
        else
            Current_State <= #1 Next_State;
    end
    always @(*) begin:State_Comb
        case(Current_State)
        IDLE       : begin Next_State    = START ? MUL_STAGE1 : IDLE ;
            {EN1,EN2,EN3} = 3'b000 ;
            out_valid = 1'b0;
        end
        MUL_STAGE1 : begin Next_State    = MUL_STAGE2 ;
            {EN1,EN2,EN3} =  3'b100 ;
            out_valid = 1'b0;
        end
        MUL_STAGE2 :begin Next_State = OUT_STAGE ;
            {EN1,EN2,EN3} =  3'b110 ;
            out_valid = 1'b0;
        end
        OUT_STAGE  :begin Next_State = MUL_STAGE1 ;
            {EN1,EN2,EN3} =  3'b001 ;
            out_valid = 1'b1;
        end
        endcase
        end
    wire [ WIDTH   - 1 : 0 ] i_MUL_A;
    wire [ WIDTH   - 1 : 0 ] i_MUL_B;
    wire [ 2*WIDTH - 1 : 0 ] o_PRODUCT;
    assign {i_MUL_A,i_MUL_B} = {A,B};
    MUL_sign #(
        .WIDTH(WIDTH)
    )
    u_MUL_sign (
        .i_MUL_A  (i_MUL_A[WIDTH-1:0]),
        .i_MUL_B  (i_MUL_B[WIDTH-1:0]),
        .o_PRODUCT(o_PRODUCT[2*WIDTH-1:0])
    );
    assign MUL_PRODUCT = o_PRODUCT;
    localparam MUL_REG_N = 2*WIDTH;
    flip_flop #(
        .N(MUL_REG_N)
    )
    u_filp_flop_mulreg0 (
        .CLK    (CLK),
        .EN     (EN1),
        .NRST   (NRST),
        .in     (MUL_PRODUCT),
        .out_reg(MUL_PRODUCT_REG0)
    );
    flip_flop #(
        .N(MUL_REG_N)
    )
    u_filp_flop_mulreg1 (
        .CLK    (CLK),
        .EN     (EN2),
        .NRST   (NRST),
        .in     (MUL_PRODUCT_REG0),
        .out_reg(MUL_PRODUCT_REG1)
    );
    localparam ADD_WIDTH = 2*WIDTH + 1;
    Adder_sign #(
        .WIDTH(ADD_WIDTH)
    )
    u_Adder_sign (
        .i_ADD_A({MUL_PRODUCT_REG0[MUL_REG_N-1],MUL_PRODUCT_REG0}),
        .i_ADD_B({MUL_PRODUCT_REG1[MUL_REG_N-1],MUL_PRODUCT_REG1}),
        .o_SUM  (SUM)
    );
    flip_flop #(
        .N(ADD_WIDTH)
    )
    u_flip_flop (
        .CLK    (CLK),
        .EN     (EN3),
        .NRST   (NRST),
        .in     (SUM),
        .out_reg(OUT)
    );
endmodule
module flip_flop
    #(
        parameter N = 16
    )(
        input  CLK,EN,NRST,
        input  [ N - 1 :0 ] in,
        output reg [ N - 1 : 0] out_reg
    );
        always@(posedge CLK or negedge NRST)
            if(!NRST) 
                out_reg <= 'b0;
            else if(EN)
                out_reg <= #1 in  ;
            else
                out_reg <= #1 out_reg;
endmodule
```

## ./run.sh

```bash
#!/bin/bash
# OpenROAD 26Q1-2900-gdf79404cd8, Yosys 0.63+post, stock flow scripts
make -C /OpenROAD-flow-scripts/flow DESIGN_CONFIG=/design/flow/config.mk WORK_HOME=/design/flow/orfs finish
```

## ./constraint.sdc

```tcl
current_design MatrixMultiplier

set clk_period 7.9
set clk_io_pct 0.2

create_clock -name clk0 -period $clk_period [get_ports {CLK}]

set non_clock_inputs [all_inputs -no_clocks]
set_input_delay [expr $clk_period * $clk_io_pct] -clock clk0 $non_clock_inputs
set_output_delay [expr $clk_period * $clk_io_pct] -clock clk0 [all_outputs]
```

==> flow_summary.toml <==
# implementation run metrics
[clock_tree]
cts_tree = "built"
cts.root.buffer_cell = "clkbuf_8"
cts.repair.resized = 0
cts_max_level = 2
insertion_delay_ns = 0.31
ctsHoldBuffers = 0
cts_made_buffers = 5
clockBufferDepth = 2
post_cts_buffers = 0
clkTransAtPathRegs_ns = 0.09

[logic_synthesis]
ys_ff = 58
async_flop_share = 0.897
syn_area_per_cell_um2 = 10.1
ys_chip_area_mm2 = 0.00532
synth.top_cell.area_share = 0.245
syn-cell-area_mm2 = 0.00532
edf_count = 0
synthFlopType = "dfrtp_1"
topCellsByArea = "dfrtp_1 (24%), fa_1 (21%), ha_1 (11%)"
ys_cells = 529
largest_area_cell = "dfrtp_1"
yosysUniqueCellTypes = 54
yosys-top-cells-count = "inv_1 (93), fa_1 (56), dfrtp_1 (52)"
top_cell = "inv_1"
synthCells = 529
yosys_warnings = 4

[layout]
syn2layout_area_growth_pct = 11.6
drive_above_1_share = 0.0848
largest_reg_flops = 17
fillCellCount = 903
flop_area_mm2 = 0.00139
fin_util = 0.575
comb_area_mm2 = 0.00355

[critical_path]
cpMaxStageDelayCell = "fa_1"
worstPathMaxFanout = 8
worstPathArrival_ns = 6.43
start_kind = "primary input"
path_cells = "clkdlybuf4s50_1 -> and2_1 -> fa_1 -> inv_1 -> fa_1 -> inv_1 -> fa_1 -> inv_1 -> fa_1 -> inv_1 -> ha_1 -> and4_1 -> a211o_1 -> a31o_1 -> or4_1 -> nand3_1"
ff2ff_setup_slack_ns = 5.34
worstPathRequired_ns = 8.14
worstSetupPathType = "primary input to flop"
end_kind = "flop"
max_stage_delay_ns = 0.57

[job]
log.warning_count = 25
max_cap_violations = 0

[grt]
grt_pass1_wl_mm = 16.5
antenna_found_initial = 0
grt-ovfl-total = 0
track_usage = 0.191
first_global_vias = 3548
grt_max_degree = 53

[sta]
tightest_slew_ns = 0.723
unclocked_pins = 6
maxSlewViolCount = 0
rsz0062_at_grt = "no"
period_minus_slack_ns = 6.19
hold_viol = 0
setup_viol = 0
fin_skew_ns = 0.0124
max_freq_mhz = 162
fin_tns_setup_ns = 0
relSlewSlack = 0.518
untimed_endpoints = 10
worst_slack_ns = 1.71
fin_crit_sh = 0.784

[routing]
first_iter_violations = 89
viasPerCell = 5.14
first_pass_iters = 4
dr_wl_met3_um = 274
wl_met1_mm = 4.69
drc = 0
ant_nets = 0
finalWirelength_mm = 9.19
num_vias = 3609
wl_per_cell_um = 13.1
met2_length_mm = 4.11
routed.top_layer = "met4"
diodes = 0

[hold_path]
min_path_type = "flop to flop"

[floorplanning]
io_pins = 37
dieArea_mm2 = 0.0111
rows = 37
fp_util = 0.515
fp.dieH_um = 105
core_mm2 = 0.0103
die_w_um = 105

[placement]
post-place-ws_ns = 1.37
place.gp.congestion = 0.836
portBuffers = 36
dp_hpwl_mm = 7.62

[pwr]
p_leak_nw = 2.80
p_per_area_mw_per_mm2 = 311
irDropWorstVdd_mv = 0.139

[outcome]
status = "complete, no violations"
[report_power, final]
| part | internal, mW | switching (mW) |
|---|---|---|
| Clock | 0.0938 | 0.0886 |
| Combinational | 0.598 | 0.629 |
| Sequential | 0.370 | 0.0629 |
[cells in the final DEF, fill, tap and decap left out, types with 4 or more instances in the layout]
master and n:
o21a_1 7, and2_1 46, clkbuf_8 5, nor2b_1 10, ha_1 45, a21o_1 12, inv_1 93, nand4_1 4
mux2_2 29, a211oi_1 9, fa_1 56, dlxtn_1 6, clkdlybuf4s50_1 35, nand2_1 24, a21oi_1 10, nor2_1 15
xnor2_1 13, o21bai_1 4, nor3_1 9, dfrtp_1 52, nand3_1 5, o21ai_0 18, nor4_1 5, xor2_1 5
[final cells by class]
cell class,count,share of cell area
Multi-Input combinational cell,370,0.598
Tap cell,136,0.0287
Clock buffer,5,0.0116
Inverter,93,0.0588
Timing Repair Buffer,37,0.0612
Clock inverter,3,0.00717
Sequential cell,58,0.234
[cells by family (layout without fill, tap and decap cells)]
kind of cell    Yosys count  after routing  share of synthesized area
simple gates            136            136                      0.143
fa+ha+maj               101            101                      0.317
buf+inv                 101            138                     0.0713
compound gates           86             86                      0.116
flops                    52             52                      0.245
mux                      29             29                     0.0614
xor+xnor                 18             18                     0.0296
latches                   6              6                     0.0169
[worst max-delay path: cells and delay by family]
family	cells	cell delay (ns)
buf+inv	5	0.81
simple gates	4	0.96
fa+ha+maj	5	2.55
compound gates	2	0.53
[metrics by stage]
step | area (um2) | hold WS [ns] | power, mW | cells
floorplan | 5320 | 0.430 | 1.38 | 529
global placement | 5820 | 0.467 | 1.65 | 694
detailed placement | 5820 | 0.474 | 1.67 | 694
CTS | 5930 | 0.497 | 1.86 | 702
global route | 5930 | 0.511 | 2.06 | 702
finish | 5930 | 0.486 | 1.84 | 702
[path summary, 6_finish.rpt]
check,cells past startpoint,end,from
max in group asynchronous,2,u_filp_flop_mulreg0.out_reg[11],NRST
min,1,u_flip_flop.out_reg[6],u_flip_flop.out_reg[6]
max,16,u_filp_flop_mulreg0.out_reg[15],B[4]
min reg2reg,1,u_flip_flop.out_reg[6],u_flip_flop.out_reg[6]
min in group asynchronous,2,u_flip_flop.out_reg[1],NRST
max reg2reg,9,u_flip_flop.out_reg[12],u_filp_flop_mulreg0.out_reg[0]
[per-layer routing]
metal	global-route usage	vias to the layer above
met1	0.312	1695
met3	0.0210	7
met4	0.0181	0
li1	-	1837
met2	0.303	70
met5	0	-
No activity file was given, so power comes from the tool's default toggle rates.
