**flow/constraint.sdc**
```tcl
current_design StateMachine

set clk_period 1.8
set clk_io_pct 0.2

create_clock -name clk0 -period $clk_period [get_ports {CLK}]

set non_clock_inputs [all_inputs -no_clocks]
set_input_delay [expr $clk_period * $clk_io_pct] -clock clk0 $non_clock_inputs
set_output_delay [expr $clk_period * $clk_io_pct] -clock clk0 [all_outputs]
```
**flow/config.mk**
```make
export PLATFORM = sky130hd
export DESIGN_NAME = StateMachine
export DESIGN_NICKNAME = StateMachine
export VERILOG_FILES = /design/flow/design.v
export SDC_FILE = /design/flow/constraint.sdc
export NUM_CORES = 4
export LEC_CHECK = 1
export CORE_AREA = 10 10 70 70
export DIE_AREA = 0 0 80 80
```
**flow/design.v**
```verilog
module StateMachine(
    input CLK,NRST,rst,start,
    input CIN,A,B,
    output  S,COUT
);
    parameter S0 = 2'd0;
    parameter S1 = 2'd1;
    parameter S2 = 2'd2;
    parameter S3 = 2'd3;
    reg S_inter,COUT_inter;
    reg [3:0] CS,NS;
    reg sum,co;
    assign {CO,SUM} = A+B+CIN
    ;
    always@(posedge CLK or negedge NRST) begin
        if(~NRST) 
            CS <= S0;
        else
            CS <= NS;
    end
    always@(*) begin
        case(CS)
        S0:begin
            NS = start ? S1:S0;
            {S_inter,COUT_inter} = 2'b00;
        end
        S1:begin
            NS = rst ? S0:S2;
            {S_inter,COUT_inter} ={SUM,1'b0};
        end
        S2: begin
            NS = rst ? S0:S3;
            {S_inter,COUT_inter} ={1'b0,CO};
        end
        S3: begin
            NS = rst ? S0:S1;
            {S_inter,COUT_inter} ={SUM,CO};
        end
        endcase
    end
    assign {COUT,S} = {COUT_inter,S_inter};
endmodule
```
**flow/run.sh**
```bash
#!/bin/bash
# OpenROAD 26Q1-2900-gdf79404cd8, Yosys 0.63+post, stock flow scripts
make -C /OpenROAD-flow-scripts/flow DESIGN_CONFIG=/design/flow/config.mk WORK_HOME=/design/flow/orfs finish
```
==> out/qor.txt <==
status: complete, but fails checks
failing checks: setup timing
die height: 80 um
area grow syn2layout: 97.16%
GPL Wtd Cong: 0.7368
RSZ-0062 raised after global routing: yes
number of hold buffers added after cts: 0
Worst Slack Setup Final: -0.08648 ns
DP HPWL: 364.6 um
layout cell share with drive strength beyond 1: 39.29%
num rows: 21
Log Warnings: 27
Max Cap Viol: 0
initial antenna violation count: 0
Tot GR Track Use: 1.392%
FMAX: 530.1 MHz
met1 WL: 143 um
TritonCTS clock tree: done
highest metal used: met3
Vias/cell: 1.716
flip-flop and latch area: 111.4 um2
required arrival time at the worst endpoint: 1.44 ns
Sw Share: 18.90%
Synth flops: 6
metal2 WL: 143 um
largest net degree at the start of global routing: 4
Comb pwr share: 14.6%
# H-tree levels: 1
crit-path max FO: 1
crit path DAT: 1.53 ns
CP Class: primary input to output pin
ys cells: 14
Crit. End Element: output pin
Placed Area: 325.3 um2
global-route wire length before repair: 641 um
Ys Warns: 3
Yosys cell types: 10
Yosys chip area: 176.4 um2
post-CTS setup buffer count: 0
LEAKAGE: 0.1465 nW
final WL: 419 um
most numerous logic cell after layout: conb_1
DIE WIDTH: 80 um
cell area power density: 513.8 mW/mm2
endpoints left unconstrained: 4
Pre-Repair DR Iteration Count: 2
vias: 127
Final Cycle Share: 104.8%
CP startpoint kind: primary input
setup TNS: -0.08648 ns
maximum clock insertion buffer count: 2
Clk network pwr share: 54.7%
number of CTS-inserted buffers: 3
Net Switching: 0.03378 mW
Tmin final: 1.886 ns
post-synthesis instance area: 176.4 um2
count of unclocked register or latch pins: 4
GRT Residual Overflow: 0
logic area: 83.83 um2
met3 routed WL: 131 um
vias in the first global route: 157
most common logic cells in the final layout: conb_1 (4), dlxtn_1 (3), clkbuf_4 (3), clkdlybuf4s50_1 (3)
Remaining DRCs: 0
antenna viol nets, final: 0
IO Count: 9
VDD IR max: 0.0001016 V
Fillers: 408
initial core utilization: 5.165%
Core ar.: 0.003416 mm2
final hold viol count: 0
die area: 0.006400 mm2
DRT iter0 DRCs: 1
diode count: 0
Post-Syn Instances: 14
CTS root buffer: clkbuf_4
Worst Hold Class: primary input to asynchronous set/reset pin
Final Setup Violations: 1
Reg clk slew, reported paths: 0.03 ns
Synth Area per Inst: 12.60 um2
Flop pwr share: 30.7%
IO Port Bufs: 8
Finished Cell Area: 347.8 um2
post-place setup slack: -0.8087 ns
max-slew violations: 0
Int Pwr: 0.1449 mW
routed length per placed instance: 5.662 um
cells in the mapped netlist:
library cell / instances / area share (%)
dfrtp_1: 2 / 28
nand2b_1: 1 / 3.5
fa_1: 1 / 11
xnor2_1: 1 / 5.0
mux2i_1: 1 / 5.7
nor2_1: 1 / 2.1
conb_1: 1 / 2.1
dlxtn_1: 4 / 34
and2_2: 1 / 4.3
and2_1: 1 / 3.5
final timing paths:
check,cells after the start,slack (ns),endpoint,start
setup reg to reg,3,0.74,CS[0],CS[0]
hold / removal,1,0.30,CS[0],NRST
max in group asynchronous,1,1.37,CS[1],NRST
setup / recovery,5,-0.09,S,A
flip-flops by register name, indices dropped and copies added, names as in the netlist:
name and count:
S_inter 1, CS 2, NS 2, COUT_inter 1
what timing repair did:
action                                  CTS  global route
pin swaps                                 2             1
resized                                  20             3
endpoints found under the setup margin    2             2
cell families (layout without fill, tap and decap cells):
group / Yosys count / after routing / share of synthesized area, %
buffers and inverters: 0 / 11 / 0
other: 1 / 4 / 2.126
latches: 4 / 4 / 34.04
muxes: 1 / 1 / 5.674
adders and majority gates: 1 / 1 / 11.35
xor gates and xnor gates: 1 / 1 / 4.965
and+or+nand+nor: 4 / 4 / 13.48
DFF: 2 / 2 / 28.37
per-layer routing:
layer | up-vias | GRT usage [%]
met5 | - | 0
met4 | 0 | 0.5282
met3 | 0 | 2.159
met2 | 8 | 1.766
met1 | 52 | 1.069
li1 | 67 | -
worst max-delay path, stage by stage:
cell     delay, ns
buf_6         0.09
fa_2          0.55
and2_4        0.12
dlxtn_1       0.31
buf_2         0.09
power groups by stage:
stage,clock network (mW),logic (mW),registers [mW]
CTS,0.106,0.0256,0.0548
global route,0.110,0.0300,0.0555
finish,0.0978,0.0260,0.0549
final cells by class:
class	instances	share of cell area (%)
Sequential cell	6	32.01
Multi-Input combinational cell	11	24.10
Timing Repair Buffer	8	20.86
Tap cell	46	16.55
Clock buffer	3	6.475
metrics by stage:
step	cells	utilization [%]	power, mW	hold slack (ns)
6_report	74	10.18	0.1787	0.3046
5_1_grt	74	10.18	0.1950	0.2964
4_1_cts	74	9.927	0.1868	0.2948
3_5_place_dp	71	9.524	0.08082	0.5346
3_3_place_gp	71	9.524	0.07953	0.5290
2_1_floorplan	17	-	0.06119	0.06441
Power figures rest on the tool's default switching activity, not on a simulated workload.
